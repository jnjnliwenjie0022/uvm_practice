**flow/design.v**
```verilog
interface my_if(input clk, input rst_n);
   logic [7:0] data;
   logic valid;
endinterface
interface bus_if(input clk, input rst_n);
   logic         bus_cmd_valid;
   logic         bus_op;
   logic [15:0]  bus_addr;
   logic [15:0]  bus_wr_data;
   logic [15:0]  bus_rd_data;
endinterface
`timescale 1ns/1ps
module reg_b(
    clk,
    rst_n,
    bus_cmd_valid,
    bus_op,
    bus_addr,
    bus_wr_data,
    bus_rd_data
);
input          clk;
input          rst_n;
input          bus_cmd_valid;
input          bus_op;
input  [15:0]  bus_addr;
input  [15:0]  bus_wr_data;
output [15:0]  bus_rd_data;
reg [31:0] counter;
always @(posedge clk) begin
    if(!rst_n) 
        counter <= 'd0;
    else if(bus_cmd_valid && bus_op) begin
        case(bus_addr)
            16'h205: begin
                    counter[31:16] <= bus_wr_data;
            end
            16'h206: begin
                    counter[15:0] <= bus_wr_data;
            end
            default: begin
            end
        endcase
    end
end
reg [15:0]  bus_rd_data;
always @(posedge clk) begin
    if(!rst_n)
        bus_rd_data <= 16'b0;
    else if(bus_cmd_valid && !bus_op) begin
        case(bus_addr)
            16'h205: begin
                bus_rd_data <= counter[31:16]; 
            end
            16'h206: begin
                bus_rd_data <= counter[15:0]; 
            end
            default: begin
                bus_rd_data <= 16'b0; 
            end
        endcase
    end
end
endmodule
```
**flow/run.sh**
```bash
#!/bin/bash
# OpenROAD 26Q1-2900-gdf79404cd8, Yosys 0.63+post, stock flow scripts
make -C /OpenROAD-flow-scripts/flow DESIGN_CONFIG=/design/flow/config.mk WORK_HOME=/design/flow/orfs finish
```
**flow/config.mk**
```make
export PLATFORM = sky130hd
export DESIGN_NAME = reg_b
export DESIGN_NICKNAME = reg_b
export VERILOG_FILES = /design/flow/design.v
export SDC_FILE = /design/flow/constraint.sdc
export NUM_CORES = 4
export LEC_CHECK = 1
export CORE_UTILIZATION = 30
```
**flow/constraint.sdc**
```tcl
current_design reg_b

set clk_period 3.2
set clk_io_pct 0.2

create_clock -name clk0 -period $clk_period [get_ports {clk}]

set non_clock_inputs [all_inputs -no_clocks]
set_input_delay [expr $clk_period * $clk_io_pct] -clock clk0 $non_clock_inputs
set_output_delay [expr $clk_period * $clk_io_pct] -clock clk0 [all_outputs]
```
==> tab_implementation.tex <==
% Synthesis and place-and-route results
\begin{tabular}{lr}
\hline
Metric & Value \\
\hline
\multicolumn{2}{l}{\textbf{Outcome}} \\
Outcome & finished, final reports clean \\
\multicolumn{2}{l}{\textbf{Routing}} \\
DRC marker count from the first detailed-route iteration & 52 \\
Wirelength per Cell & 13.0 µm \\
Total DRC errors in the routed layout & 0 \\
Number of optimization iterations in the first detailed-route pass & 8 \\
Final routed wirelength across all metal layers & 4370 µm \\
Post-DR vias/cell & 4.79 \\
Antenna cell count & 0 \\
Overall via count from detail\_route & 1609 \\
DRT antenna net count & 0 \\
\multicolumn{2}{l}{\textbf{Die}} \\
\# IOs & 52 \\
Overall die area & 0.00732 mm² \\
Cell Rows & 30 \\
Floorplan die height & 85.6 µm \\
Core area & 0.00676 mm² \\
FP Core Util & 0.310 \\
Chip width & 85.6 µm \\
\multicolumn{2}{l}{\textbf{Power and ir drop}} \\
Pwr per Cell Area & 401 mW/mm² \\
Maximum vdd ir drop & 0.162 mV \\
Leakage component of the power & 1.22 nW \\
\multicolumn{2}{l}{\textbf{Setup path}} \\
Worst path buffer plus inverter count & 2 \\
Critical path cell sequence & clkdlybuf4s50\_1 > or4\_4 > nor4\_2 > nand4b\_1 > buf\_4 > mux2i\_1 \\
Req. time, crit path & 3.37 ns \\
Critical-path maximum fanout & 16 \\
Setup slack of the worst register-to-register path & 2.41 ns \\
Critical path class & input port to flip-flop \\
Cell with the largest stage delay on the worst path & sky130\_fd\_sc\_hd\_\_or4\_4 \\
Worst EP arrival & 2.50 ns \\
Largest stage delay on the critical path & 0.58 ns \\
Kind of end point of the critical path & flip-flop \\
Cell family with most CP delay & simple AND/OR/NAND/NOR gates \\
Worst Setup Start Kind & input port \\
\multicolumn{2}{l}{\textbf{Clock tree}} \\
TritonCTS Buffers & 5 \\
Clk ins delay skew pair & 0.29 ns \\
Clock buffer depth & 2 \\
Number of levels in the clock H-tree & 2 \\
Clock input transition at the sequential cells of the worst setup and hold paths & 0.08 ns \\
Number of post-CTS setup repair buffers & 0 \\
\# resized after CTS & 0 \\
Clock sink count & 48 \\
Clock tree root buffer cell & sky130\_fd\_sc\_hd\_\_clkbuf\_8 \\
Hold\_buf cts & 0 \\
CTS tree & yes \\
\multicolumn{2}{l}{\textbf{Global routing}} \\
Wire length of the first global-routing pass & 7350 µm \\
Initial antenna violation count & 0 \\
Vias in the first global route & 1564 \\
Pin count of the biggest net entering global routing & 39 \\
Overall track demand over capacity in global routing & 0.127 \\
Grt ovf & 0 \\
\multicolumn{2}{l}{\textbf{Placement}} \\
Post-placement cell area & 0.00264 mm² \\
Post-DP HPWL & 2850 µm \\
Count of input and output buffers & 51 \\
Routability Congestion & 0.725 \\
\multicolumn{2}{l}{\textbf{Flow run}} \\
Number of warning messages in the logs & 25 \\
Reported max-cap violation count & 0 \\
\multicolumn{2}{l}{\textbf{Synth}} \\
Post-synth top area cell & sky130\_fd\_sc\_hd\_\_dfxtp\_1 \\
Number of distinct standard cells referenced by the synthesized netlist & 20 \\
Netlist area before placement & 0.00209 mm² \\
Yosys warning tally & 1 \\
Per-instance average area after synthesis & 10.2 µm² \\
Yosys reg bits & 48 \\
Most area-consuming cells after synthesis & sky130\_fd\_sc\_hd\_\_dfxtp\_1 (46\%), sky130\_fd\_sc\_hd\_\_mux2i\_1 (15\%), sky130\_fd\_sc\_hd\_\_nand2\_1 (8.6\%) \\
Chip Area, Yosys & 0.00209 mm² \\
Instance tally after logic synthesis & 206 \\
Post-synthesis cell count from yosys & 206 \\
Top-area cell type share of the netlist area & 0.459 \\
Proportion of synthesized chip area in sequential cells & 0.459 \\
\multicolumn{2}{l}{\textbf{Final timing}} \\
Unrepaired setup endpoints after global routing & false \\
Slew @ Worst Pin & 0.437 ns \\
Final count of pins violating max slew & 0 \\
Post-route setup TNS & 0 ns \\
Max-slew headroom at the worst pin & 0.709 \\
Fmax achieved & 431 MHz \\
Fraction of the cycle the final worst path needs & 0.726 \\
Count of final hold-check violations & 0 \\
Final tally of setup violations & 0 \\
Post-route minimum period & 2.32 ns \\
Worst Skew & 0.00409 ns \\
\multicolumn{2}{l}{\textbf{Cells and area}} \\
Post-layout instance area & 0.00274 mm² \\
Area growth syn-to-layout & 30.6\% \\
Share of post-route cells with drive strength above 1 & 0.164 \\
\multicolumn{2}{l}{\textbf{Hold path}} \\
Worst Hold Class & flip-flop to flip-flop \\
\hline
\end{tabular}
## synthesized netlist by cell type (all sizes together)
library cell / instances
or4: 2
nand4b: 2
mux2i: 32
nand2b: 2
dfxtp: 48
nor2b: 1
buf: 6
o21ai: 16
and2: 1
nand2: 48
nor4: 3
or4bb: 2
clkbuf: 10
a221oi: 16
or4b: 1
nor2: 16
## tightest hold or removal path, delay by kind of cell, from the launching register on
family / cells / cell delay (ns)
flops: 1 / 0.32
mux: 1 / 0.05
simple gates: 1 / 0.05
## final timing paths
check	start	to	depth (start not counted)
setup reg to reg	counter[14]	bus_rd_data[14]	2
hold reg to reg	counter[18]	counter[18]	2
setup / recovery	bus_addr[13]	counter[9]	6
hold / removal	counter[18]	counter[18]	2
## registers in the layout, indices dropped and copies added, names as in the netlist
signal,cells
bus_rd_data,16
counter,32
## kinds of logic after synthesis
| logic type | count (synthesis) | share of synthesized area |
|---|---|---|
| and+or+nand+nor | 78 | 0.193 |
| DFF | 48 | 0.459 |
| AOI/OAI and AO/OA | 32 | 0.135 |
| muxes | 32 | 0.153 |
| buffers and inverters | 16 | 0.0603 |
## area by class of cell
cell class / count / area [µm²]
clock buffer: 6 / 82.6
clock inverter: 2 / 10.0
multi-input combinational: 142 / 1020
tap: 80 / 100
fill: 674 / 4020
timing repair buffer: 58 / 558
sequential: 48 / 961
## metrics by stage
stage | std cells | hold slack (ns) | total power, mW | util | setup WS [ns]
6_report | 336 | 0.466 | 1.10 | 0.405 | 0.878
5_1_grt | 336 | 0.487 | 1.15 | 0.405 | 0.823
4_1_cts | 336 | 0.469 | 1.11 | 0.405 | 0.902
3_5_place_dp | 328 | 0.454 | 0.751 | 0.391 | 0.582
3_3_place_gp | 328 | 0.444 | 0.750 | 0.391 | 0.611
2_1_floorplan | 206 | 0.438 | 0.673 | - | 1.05
## cell usage in the layout (no fill, tap or decap)
cell                              instances
sky130_fd_sc_hd__clkinv_2                 2
sky130_fd_sc_hd__a221oi_2                10
sky130_fd_sc_hd__nand2b_1                 2
sky130_fd_sc_hd__nor2b_1                  1
sky130_fd_sc_hd__nand2_1                 48
sky130_fd_sc_hd__buf_4                    7
sky130_fd_sc_hd__or4bb_1                  2
sky130_fd_sc_hd__buf_2                    1
sky130_fd_sc_hd__and2_1                   1
sky130_fd_sc_hd__or4_4                    2
sky130_fd_sc_hd__nor4_4                   2
sky130_fd_sc_hd__nor4_2                   1
sky130_fd_sc_hd__nor2_2                  10
sky130_fd_sc_hd__clkdlybuf4s50_1         50
sky130_fd_sc_hd__mux2i_1                 32
sky130_fd_sc_hd__clkbuf_8                 6
sky130_fd_sc_hd__a221oi_1                 6
sky130_fd_sc_hd__dfxtp_1                 48
sky130_fd_sc_hd__nand4b_1                 2
sky130_fd_sc_hd__or4b_4                   1
sky130_fd_sc_hd__o21ai_0                 16
sky130_fd_sc_hd__nor2_1                   6
## metal layers
metal / share of wire / vias to the layer above / GRT usage
met2: 0.46 / 44 / 0.215
met5: 0 / - / 0
li1: - / 821 / -
met1: 0.48 / 740 / 0.178
met4: 0.010 / 0 / 0.0121
met3: 0.051 / 4 / 0.0273
## power by group
part           internal [mW]  total (mW)  leakage [nW]  switching (mW)
registers              0.608       0.613         0.389         0.00493
clock network          0.173       0.362        0.0510           0.189
logic                 0.0756       0.123         0.776          0.0471
Power figures rest on the tool's default switching activity, not on a simulated workload.
