### flow/run.sh
#!/bin/bash
# OpenROAD 26Q1-2900-gdf79404cd8, Yosys 0.63+post, stock flow scripts
make -C /OpenROAD-flow-scripts/flow DESIGN_CONFIG=/design/flow/config.mk WORK_HOME=/design/flow/orfs finish
### flow/config.mk
export PLATFORM = sky130hd
export DESIGN_NAME = reg_a
export DESIGN_NICKNAME = reg_a
export VERILOG_FILES = /design/flow/design.v
export SDC_FILE = /design/flow/constraint.sdc
export NUM_CORES = 4
export LEC_CHECK = 1
export CORE_UTILIZATION = 30
### flow/constraint.sdc
current_design reg_a

set clk_period 5.3
set clk_io_pct 0.2

create_clock -name clk0 -period $clk_period [get_ports {clk}]

set non_clock_inputs [all_inputs -no_clocks]
set_input_delay [expr $clk_period * $clk_io_pct] -clock clk0 $non_clock_inputs
set_output_delay [expr $clk_period * $clk_io_pct] -clock clk0 [all_outputs]
### flow/design.v
interface my_if(input clk, input rst_n);
   logic [7:0] data;
   logic valid;
endinterface
interface bus_if(input clk, input rst_n);
   logic         bus_cmd_valid;
   logic         bus_op;
   logic [15:0]  bus_addr;
   logic [15:0]  bus_wr_data;
   logic [15:0]  bus_rd_data;
endinterface
`timescale 1ns/1ps
module reg_a(
    clk,
    rst_n,
    bus_cmd_valid,
    bus_op,
    bus_addr,
    bus_wr_data,
    bus_rd_data
);
input          clk;
input          rst_n;
input          bus_cmd_valid;
input          bus_op;
input  [15:0]  bus_addr;
input  [15:0]  bus_wr_data;
output [15:0]  bus_rd_data;
reg [31:0] counter;
always @(posedge clk) begin
    if(!rst_n) 
        counter <= 'd0;
    else if(bus_cmd_valid && bus_op) begin
        case(bus_addr)
            16'h105: begin
                    counter[31:16] <= bus_wr_data;
            end
            16'h106: begin
                    counter[15:0] <= bus_wr_data;
            end
            default: begin
            end
        endcase
    end
end
reg [15:0]  bus_rd_data;
always @(posedge clk) begin
    if(!rst_n)
        bus_rd_data <= 16'b0;
    else if(bus_cmd_valid && !bus_op) begin
        case(bus_addr)
            16'h105: begin
                bus_rd_data <= counter[31:16]; 
            end
            16'h106: begin
                bus_rd_data <= counter[15:0]; 
            end
            default: begin
                bus_rd_data <= 16'b0; 
            end
        endcase
    end
end
endmodule
==> out/qor.csv <==
stage,metric,value,unit
min_path,worstHoldPathCells,2,
global_route,busiest_layer,met1,
pwr,p_leak,0.00122,uW
pwr,ir_drop,101,uV
critical_path,start_kind,input port,
logic_synthesis,ys_sh_simple,19.3,%
logic_synthesis,top_logic_kind,simple AND/OR/NAND/NOR gates,
floorplanning,io_pins,52,
job,openroad.warnings,25,
clocking,clk_latency,0.30,ns
sta,slew-limit-headroom,60.3,%
placement,place_congestion,0.734,
floorplanning,die.size.y,85.6,um
placement,dp_hpwl,2810,um
clocking,cts.clk_slew.worst_paths,0.08,ns
logic_synthesis,numSynthFlops,48,
drt,antenna-diode-count,0,
floorplanning,coreArea,6760,sq um
logic_synthesis,synth_area_per_cell,10.2,sq um
pwr,p_per_area,243,nW/um^2
clocking,cts_inserted_buffers,5,
clocking,ctsHoldBuffers,0,
critical_path,critical_path_class,input port to register,
logic_synthesis,synthDistinctLibCells,20,
sta,holdWs,0.464,ns
sta,worst_slew_pin_slew,0.595,ns
clocking,ctsRootBufferMaster,clkbuf_8,
run_status,status,completed,
logic_synthesis,mux_area_share,15.3,%
placement,io_buffers,51,
final_layout,fill_cells,655,
global_route,antenna_found_initial,0,
drt,drt-total-wl,4320,um
logic_synthesis,synth-edff-count,0,
logic_synthesis,area_leaders,"dfxtp_1 (46%), mux2i_1 (15%), nand2_1 (8.6%), a221oi_2 (7.2%), o21ai_0 (3.8%)",
global_route,use_met2,19.6,%
critical_path,r2r_end,bus_rd_data[0],
sta,clock_skew,0.00476,ns
logic_synthesis,compound_area_share,13.5,%
floorplanning,fp_util,31.0,%
clocking,cts.sinks,48,
placement,place_inst,328,
clocking,clock_path_buffers,2,
clocking,postCtsSetupBuffers,0,
critical_path,reg2reg_slack,4.47,ns
sta,setup_viol_count_final,0,
drt,vias,1573,
critical_path,worst_ep_required_time,5.48,ns
sta,fin_crit,2.70,ns
floorplanning,rows,30,
clocking,cts_tree,yes,
logic_synthesis,syn_inst,206,
drt,drtPass1Iterations,10,
critical_path,end_kind,register,
final_layout,final_cells,336,
placement,placed_area,2640,sq um
floorplanning,chipArea,7320,sq um
global_route,grt_max_degree,65,
logic_synthesis,syn_area,2090,sq um
sta,finalHoldViolations,0,
min_path,min_path_type,register to register,
global_route,grt_pass1_wl,7400,um
critical_path,endpoint,counter[14],
drt,avgViaCountPerCell,4.68,
clocking,cts_resized,0,
logic_synthesis,yosys_area,2090,sq um
critical_path,cp_max_fo,16,
final_layout,design_area,2740,sq um
critical_path,r2r_start,counter[0],
logic_synthesis,synthXorXnorAreaFrac,0,%
logic_synthesis,ys_sh_adder,0,%
critical_path,critical_path_arrival,2.88,ns
logic_synthesis,ys_seq_share,45.9,%
sta,rsz0062_at_grt,no,
final_layout,area_growth,30.6,%
job,drv_cap,0,
global_route,grt_remaining_overflow,0,
logic_synthesis,ys.flop_type,dfxtp_1,
logic_synthesis,common_cells,"dfxtp_1 (48), nand2_1 (48), mux2i_1 (32)",
critical_path,reg2reg_depth,2,
min_path,hold_path.startpoint,counter[31],
floorplanning,dieWidth,85.6,um
critical_path,startpoint,bus_addr[13],
critical_path,cpPeakStageDelay,0.58,ns
global_route,use_met1,19.9,%
logic_synthesis,yosysTopAreaCell,dfxtp_1,
drt,ant_nets,0,
critical_path,crit_chain,clkdlybuf4s50_1 > or4_4 > nor4_2 > nand4b_1 > buf_4 > mux2i_1,
clocking,htreeDepth,2,
sta,setup_tns,0,ns
logic_synthesis,synth_top_area_share,45.9,%
sta,drv_slew,0,
final_layout,postLayoutCoreUtil,40.5,%
sta,fin_crit_sh,51.0,%
final_layout,drive_above_1_share,16.4,%
drt,drt_iter0_drc,69,
logic_synthesis,yosysCellCount,206,
drt,drc_errors,0,
drt,avgRoutedWirePerCell,12.8,um
global_route,grt_pass1_vias,1525,
global_route,grt_usage,12.8,%
global_route,grt_util_met3,2.83,%
critical_path,slowest_stage,or4_4,
logic_synthesis,async_reset_ff_share,0,%
logic_synthesis,ys.warnings.count,1,
sta,fmax,370,MHz
==> layer usage <==
| layer | share of wire [%] | up-vias |
|---|---|---|
| met3 | 5.1 | 2 |
| met2 | 45 | 41 |
| li1 | - | 821 |
| met4 | 0.32 | 0 |
| met1 | 49 | 709 |
| met5 | 0 | - |
==> layout by cell type (no fill, tap or decap) <==
cell             count
a221oi_1             6
a221oi_2            10
and2_1               1
buf_2                1
buf_4                7
clkbuf_8             6
clkdlybuf4s50_1     50
clkinv_2             2
dfxtp_1             48
mux2i_1             32
nand2_1             48
nand2b_1             2
nand4b_1             2
nor2_1               6
nor2_2              10
nor2b_1              1
nor4_2               1
nor4_4               2
o21ai_0             16
or4_4                2
or4b_4               1
or4bb_1              2
==> report_power, final <==
group	switching [uW]	internal, uW	total (uW)
clock network	118	104	222
registers	3.18	367	370
logic	28.2	45.6	73.8
total	149	517	666
==> worst min path at each step <==
stage / end / slack (ns)
CTS: counter[15] / 0.47
global route: counter[16] / 0.49
finish: counter[31] / 0.46
==> cells by family after synthesis <==
family          after synthesis
flops                        48
simple gates                 78
compound gates               32
buf+inv                      16
mux                          32
==> cell type report <==
class	instances	area, sq um	share of cell area (%)
tap	80	100	3.66
clock buffer	6	82.6	3.02
clock inverter	2	10.0	0.366
sequential	48	961	35.1
timing repair buffer	58	558	20.4
multi-input combinational	142	1020	37.4
==> metrics by stage <==
step / power (uW) / setup slack [ns]
floorplan: 406 / 2.73
global placement: 453 / 2.29
detailed placement: 453 / 2.28
CTS: 677 / 2.60
global route: 700 / 2.47
finish: 666 / 2.60
==> worst max-delay path: cells and delay by family <==
kind / cells / cell delay [ns]
muxes: 1 / 0.15
buffers and inverters: 2 / 0.64
and+or+nand+nor: 3 / 1.02
==> registers in the layout (all words and copies together), names as in the netlist <==
register and flops:
counter 32, bus_rd_data 16
No activity file was given, so power comes from the tool's default toggle rates.
